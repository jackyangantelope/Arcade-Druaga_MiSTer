==> design.v <==
module IOCTRL( CLK, UPDATE, RESET, ENABLE, WR, ADRS, IN, OUT,
    STKTRG12,    
    CSTART12,    
    DIPSW,
    IsMOTOS,
    MODEL );
 input          CLK;
 input          UPDATE;
 input          RESET;
 input          ENABLE;
 input          WR;
 input  [5:0]   ADRS;
 input  [7:0]   IN;
 output [7:0]   OUT;
 input  [11:0]  STKTRG12;        
 input  [2:0]   CSTART12;        
 input  [23:0]  DIPSW;           
 output         IsMOTOS;
 input  [2:0]   MODEL;
reg     [3:0]   mema[0:15];
reg     [3:0]   memb[0:15];
reg     [3:0]   memc[0:31];
reg     [3:0]   outr;
reg     [7:0]   credits;
reg     [7:0]   credit_add, credit_sub;
reg     [9:0]   pSTKTRG12;
reg     [2:0]   pCSTART12;
reg             bUpdate;
reg             bIOMode;
parameter [2:0] SUPERPAC=3'd5;
parameter [2:0] GROBDA=3'd6;
assign  OUT = { 4'b1111, outr };
assign  IsMOTOS = bIOMode;
wire      [11:0]   iSTKTRG12 = ( STKTRG12 ^ pSTKTRG12 ) & STKTRG12;
wire      [ 2:0]   iCSTART12 = ( CSTART12 ^ pCSTART12 ) & CSTART12;
wire        [3:0]   CREDIT_ONES, CREDIT_TENS;
BCDCONV creditsBCD( credits, CREDIT_ONES, CREDIT_TENS );
always @ ( posedge CLK ) begin
    if ( ENABLE ) begin
        if ( ADRS[5] )  begin
            if ( WR ) memc[ADRS[4:0]] <= IN;
            outr <= memc[ADRS[4:0]];
        end else if ( ADRS[4] ) begin
            if ( WR ) memb[ADRS[3:0]] <= IN;
            outr <= memb[ADRS[3:0]];
        end else begin
            if ( WR ) mema[ADRS[3:0]] <= IN;
            outr <= mema[ADRS[3:0]];
        end
    end
    if ( RESET ) begin
        pCSTART12  <= 0;
        pSTKTRG12  <= 0;
        bUpdate    <= 0;
        bIOMode    <= 0;
        credits    <= 0;
    end else begin
        if ( UPDATE & (~bUpdate) ) begin
            if ( mema[4'h8] == 4'h8 || MODEL==SUPERPAC )
                bIOMode <= 1'b1;        
				if (MODEL==GROBDA) begin
		case ( mema[4'h8] )
		4'h1,4'h3: begin
			credit_add = 0;
			credit_sub = 0;
			if ( iCSTART12[2] & ( credits < 99 ) ) begin
				credit_add = 8'h01;
				credits = credits + 1;
			end
			if ( mema[4'h9] == 0 ) begin
				if ( ( credits >= 2 ) & iCSTART12[1] ) begin
					credit_sub = 8'h02;
					credits = credits - 2;
				end else if ( ( credits >= 1 ) & iCSTART12[0] ) begin
					credit_sub = 8'h01;
					credits = credits - 1;
				end
			end
			mema[4'h0] <= credit_add;
			mema[4'h1] <= credit_sub | {7'd0,CSTART12[0]};
			mema[4'h2] <= CREDIT_TENS;
			mema[4'h3] <= CREDIT_ONES;
			mema[4'h4] <= STKTRG12[3:0]; 
			mema[4'h5] <= { CSTART12[0], iCSTART12[0], STKTRG12[4], iSTKTRG12[4] };
			mema[4'h6] <= STKTRG12[9:6];				
			mema[4'h7] <= { CSTART12[1], iCSTART12[1], STKTRG12[10], iSTKTRG12[10] };
		end
		4'h4: begin
			mema[4'h0] <= 0;
			mema[4'h1] <= 0;
			mema[4'h2] <= 0;
			mema[4'h3] <= 0;
			mema[4'h4] <= 0;
			mema[4'h5] <= 0;
			mema[4'h6] <= { CSTART12[1], CSTART12[0], 2'b00 };
			mema[4'h7] <= { CSTART12[1], CSTART12[0], 2'b00 };
		end
		4'h5: begin
			mema[4'h2] <= 4'hF; 
			mema[4'h6] <= 4'hC; 
		end
		default:;
		endcase
		case ( memb[4'h8] )
		4'h3: begin
			memb[4'h0] <= 0;
			memb[4'h1] <= 0;
			memb[4'h2] <= 0;
			memb[4'h3] <= 0;
			memb[4'h4] <= 0;
			memb[4'h5] <= 0;
			memb[4'h6] <= 0;
			memb[4'h7] <= 0;
		end
		4'h9: begin
			memb[4'h0] <= DIPSW[11: 8];										 
			memb[4'h1] <= DIPSW[15:12];
			memb[4'h2] <= DIPSW[ 3: 0];										 
			memb[4'h4] <= DIPSW[ 7: 4];
			memb[4'h5] <= DIPSW[15:12];											 
			memb[4'h6] <= {DIPSW[23:22],STKTRG12[11],STKTRG12[ 5]};	 
			memb[4'h7] <= DIPSW[19:16];	 
			memb[4'h3] <= 0;
		end
		4'h8: begin
			memb[4'h0] <= 4'h6; 
			memb[4'h1] <= 4'h9; 
		end
		default:;
		endcase
				end
            else begin
					if ( bIOMode ) begin
	case ( mema[4'h8] )
		4'h1: begin
			mema[4'h0] <= { 3'd0, CSTART12[2] };
			mema[4'h1] <= STKTRG12[3:0];
			mema[4'h2] <= STKTRG12[9:6];
			mema[4'h3] <= { CSTART12[1], CSTART12[0], STKTRG12[10], STKTRG12[4] };
			mema[4'h4] <= STKTRG12[9:6];
			mema[4'h5] <= STKTRG12[9:6];
			mema[4'h6] <= STKTRG12[9:6];
			mema[4'h7] <= STKTRG12[9:6];
			mema[4'h9] <= 0;
		end
		4'h4: begin
			credit_add = 0;
			credit_sub = 0;
			if ( iCSTART12[2] & ( credits < 99 ) ) begin
				credit_add = 8'h01;
				credits = credits + 1;
			end
			if ( mema[4'h9] == 0 ) begin
				if ( ( credits >= 2 ) && iCSTART12[1] ) begin
					credit_sub = 8'h02;
					credits = credits - 2;
				end else if ( ( credits >= 1 ) && iCSTART12[0] ) begin
					credit_sub = 8'h01;
					credits = credits - 1;
				end
			end
			mema[4'h0] <= credit_add;
			mema[4'h1] <= credit_sub | {7'd0,CSTART12[0]};
			mema[4'h2] <= CREDIT_TENS;
			mema[4'h3] <= CREDIT_ONES;
			mema[4'h4] <= STKTRG12[3:0];
			mema[4'h5] <= { CSTART12[0], iCSTART12[0], STKTRG12[4], iSTKTRG12[4] };
			mema[4'h6] <= STKTRG12[9:6];
			mema[4'h7] <= { CSTART12[1], iCSTART12[1], STKTRG12[10], iSTKTRG12[10] };
		end
		4'h8: begin	 
			mema[4'h0] <= 4'h6;
			mema[4'h1] <= 4'h9;
		end
		default:;
	endcase
	case ( memb[4'h8] )
		4'h8: begin
			memb[4'h0] <= 4'h6;
			memb[4'h1] <= 4'h9;
		end
		4'h3: begin
			memb[4'h0] <= 4'h0;
			memb[4'h1] <= 4'h0;
			memb[4'h2] <= 4'h0;
			memb[4'h3] <= 4'h0;
			memb[4'h4] <= DIPSW[3:0];
			memb[4'h5] <= DIPSW[23:20];
			memb[4'h6] <= DIPSW[19:16];
			memb[4'h7] <= DIPSW[15:12];
		end
		4'h9: begin
			memb[4'h0] <= DIPSW[19:16];      
			memb[4'h1] <= DIPSW[23:20];      
			memb[4'h2] <= DIPSW[3:0];        
			memb[4'h3] <= DIPSW[3:0];        
			memb[4'h4] <= DIPSW[7:4];        
			memb[4'h5] <= 4'h0;
			memb[4'h6] <= DIPSW[15:12];      
			memb[4'h7] <= 4'h0;
		end
		default:;
	endcase
					end
					else begin
		case ( mema[4'h8] )
		4'h1,4'h3: begin
			credit_add = 0;
			credit_sub = 0;
			if ( iCSTART12[2] & ( credits < 99 ) ) begin
				credit_add = 8'h01;
				credits = credits + 1;
			end
			if ( mema[4'h9] == 0 ) begin
				if ( ( credits >= 2 ) & iCSTART12[1] ) begin
					credit_sub = 8'h02;
					credits = credits - 2;
				end else if ( ( credits >= 1 ) & iCSTART12[0] ) begin
					credit_sub = 8'h01;
					credits = credits - 1;
				end
			end
			mema[4'h0] <= credit_add;
			mema[4'h1] <= credit_sub | {7'd0,CSTART12[0]};
			mema[4'h2] <= CREDIT_TENS;
			mema[4'h3] <= CREDIT_ONES;
			mema[4'h4] <= STKTRG12[3:0]; 
			mema[4'h5] <= { CSTART12[0], iCSTART12[0], STKTRG12[4], iSTKTRG12[4] };
			mema[4'h6] <= STKTRG12[9:6];				
			mema[4'h7] <= { CSTART12[1], iCSTART12[1], STKTRG12[10], iSTKTRG12[10] };
		end
		4'h4: begin
			mema[4'h0] <= 0;
			mema[4'h1] <= 0;
			mema[4'h2] <= 0;
			mema[4'h3] <= 0;
			mema[4'h4] <= 0;
			mema[4'h5] <= 0;
			mema[4'h6] <= { CSTART12[1], CSTART12[0], 2'b00 };
			mema[4'h7] <= { CSTART12[1], CSTART12[0], 2'b00 };
		end
		4'h5: begin
			mema[4'h0] <= 4'h0;
			mema[4'h1] <= 4'h8; 
			mema[4'h2] <= 4'h4; 
			mema[4'h3] <= 4'h6; 
			mema[4'h4] <= 4'hE; 
			mema[4'h5] <= 4'hD; 
			mema[4'h6] <= 4'h9; 
			mema[4'h7] <= 4'hD; 
		end
		default:;
		endcase
		case ( memb[4'h8] )
		4'h1,4'h3: begin
			memb[4'h0] <= 0;
			memb[4'h1] <= 0;
			memb[4'h2] <= 0;
			memb[4'h3] <= 0;
			memb[4'h4] <= 0;
			memb[4'h5] <= 0;
			memb[4'h6] <= 0;
			memb[4'h7] <= 0;
		end
		4'h4: begin
			memb[4'h0] <= DIPSW[11: 8];										 
			memb[4'h1] <= DIPSW[15:12];
			memb[4'h2] <= DIPSW[ 3: 0];										 
			memb[4'h4] <= DIPSW[ 7: 4];
			memb[4'h5] <={DIPSW[15:14],STKTRG12[ 5],iSTKTRG12[ 5]};	 
			memb[4'h6] <= DIPSW[23:20];										 
			memb[4'h7] <={DIPSW[19:18],STKTRG12[11],iSTKTRG12[11]};	 
			memb[4'h3] <= 0;
		end
		4'h5: begin
			memb[4'h0] <= 4'h0;
			memb[4'h1] <= 4'h8; 
			memb[4'h2] <= 4'h4; 
			memb[4'h3] <= 4'h6; 
			memb[4'h4] <= 4'hE; 
			memb[4'h5] <= 4'hD; 
			memb[4'h6] <= 4'h9; 
			memb[4'h7] <= 4'hD; 
		end
		default:;
		endcase
					end
				end
            pCSTART12 <= CSTART12;
            pSTKTRG12 <= STKTRG12;
        end
        bUpdate <= UPDATE;
    end
end
endmodule
module add3(in,out);
input [3:0] in;
output [3:0] out;
reg [3:0] out;
always @ (in)
    case (in)
    4'b0000: out <= 4'b0000;
    4'b0001: out <= 4'b0001;
    4'b0010: out <= 4'b0010;
    4'b0011: out <= 4'b0011;
    4'b0100: out <= 4'b0100;
    4'b0101: out <= 4'b1000;
    4'b0110: out <= 4'b1001;
    4'b0111: out <= 4'b1010;
    4'b1000: out <= 4'b1011;
    4'b1001: out <= 4'b1100;
    default: out <= 4'b0000;
    endcase
endmodule
module BCDCONV(A,ONES,TENS);
input  [7:0] A;
output [3:0] ONES, TENS;
wire   [3:0] c1,c2,c3,c4,c5,c6,c7;
wire   [3:0] d1,d2,d3,d4,d5,d6,d7;
assign d1 = {1'b0,A[7:5]};
assign d2 = {c1[2:0],A[4]};
assign d3 = {c2[2:0],A[3]};
assign d4 = {c3[2:0],A[2]};
assign d5 = {c4[2:0],A[1]};
assign d6 = {1'b0,c1[3],c2[3],c3[3]};
assign d7 = {c6[2:0],c4[3]};
add3 m1(d1,c1);
add3 m2(d2,c2);
add3 m3(d3,c3);
add3 m4(d4,c4);
add3 m5(d5,c5);
add3 m6(d6,c6);
add3 m7(d7,c7);
assign ONES = {c5[2:0],A[0]};
assign TENS = {c7[2:0],c5[3]};
endmodule
==> run.sh <==
#!/bin/bash
# OpenROAD 26Q1-2900-gdf79404cd8, Yosys 0.63+post, stock flow scripts
make -C /OpenROAD-flow-scripts/flow DESIGN_CONFIG=/design/flow/config.mk WORK_HOME=/design/flow/orfs finish
==> config.mk <==
export PLATFORM = sky130hd
export DESIGN_NAME = IOCTRL
export DESIGN_NICKNAME = IOCTRL
export VERILOG_FILES = /design/flow/design.v
export SDC_FILE = /design/flow/constraint.sdc
export NUM_CORES = 4
export LEC_CHECK = 1
export CORE_UTILIZATION = 50
==> constraint.sdc <==
current_design IOCTRL

set clk_period 5.6
set clk_io_pct 0.2

create_clock -name clk0 -period $clk_period [get_ports {CLK}]

set non_clock_inputs [all_inputs -no_clocks]
set_input_delay [expr $clk_period * $clk_io_pct] -clock clk0 $non_clock_inputs
set_output_delay [expr $clk_period * $clk_io_pct] -clock clk0 [all_outputs]
==> GITHUB_STEP_SUMMARY <==
### Yosys + OpenROAD results

| Metric | Value |
|---|---|
| Hpwl dp | `22100 um` |
| Distinct cells, synth | `82` |
| RSZ-0062 raised after global routing | `no` |
| Final Power | `4.49 mW` |
| Max capacitance violation total | `0` |
| Share of the cycle needed by the critical path after routing | `76.5%` |
| Outcome | `complete, no violations` |
| Post_cts resized | `0` |
| Tightest Pin Transition | `1060 ps` |
| Vert. Die Dim | `168 um` |
| Initial DRC Count | `760` |
| Number of port buffers | `61` |
| Max Slew Vio Count | `0` |
| Core Area | `0.0270 mm2` |
| Worst Path Class, Setup | `in2reg` |
| Clk ins delay skew pair | `560 ps` |
| Ys cells | `1035` |
| Yosys top cell by area | `edfxtp_1` |
| Final min period | `4280 ps` |
| Worst setup EP type | `flop` |
| Dominant flop cell | `edfxtp_1` |
| TritonCTS Buffers | `28` |
| Row count | `60` |
| Arr. time, crit path | `4760 ps` |
| Fmax | `233 MHz` |
| P&R area growth vs syn | `13.4%` |
| H-tree levels | `1` |
| Startpoint types | `input port` |
| Cts hold-fix bufs | `0` |
| Total gr overflow | `0` |
| Post-DP Area | `0.0148 mm2` |
| Log Warnings | `32` |
| Root buffer cell | `clkbuf_16` |
| Max_slew headroom | `28.5%` |
| Final WL | `33300 um` |
| Post-synth top area share | `55.1%` |
| GRT Util Overall | `26.5%` |
| Chip area | `0.0284 mm2` |
| I/O pins | `70` |
| Fin area | `0.0157 mm2` |
| Fin util | `58.1%` |
| CTS tree | `yes` |
| Peak VDD IR | `0.218 mV` |
| Global-route wire length before repair | `51800 um` |
| Antenna-violating nets left | `0` |
| Global placement routability congestion | `0.926` |
| Clock transition at the registers of the reported paths | `60 ps` |
| Setup TNS | `0 ps` |
| Top cells by count | `edfxtp_1, nor2_1, nand2_1` |
| Layout cell share with drive strength beyond 1 | `16.3%` |
| Vias per inst | `6.22` |
| Final Hold Violating Endpoints | `0` |
| CTS max path bufs | `3` |
| Sequential element share of the synthesized area | `58.7%` |
| Post-synth regs | `279` |
| Most frequent cell after synthesis | `edfxtp_1` |
| Initial antenna violation count | `0` |
| Top cells, area | `edfxtp_1, mux4_2, dfxtp_1` |
| DRC Markers | `0` |
| Post-synth EDFFs | `254` |
| Pre-Repair DR Iteration Count | `5` |
| Setup Buffers After CTS | `0` |
| Clk_skew | `15.4 ps` |
| Largest net degree at the start of global routing | `72` |
| Clock Sink Count | `279` |
| Cells after synthesis | `1035` |
| Leakage | `5.16 nW` |
| Final setup fails | `0` |
| Critical Path RT | `6080 ps` |
| Ys Warns | `2` |
| FP Core Util | `51.2%` |
| Syn Area/Cell | `13.4 um2` |
| Vias | `9004` |
| Antenna cells | `0` |
| Vias in the first global route | `8906` |
| Drt wl/cell | `23.0 um` |
| Die W | `168 um` |
| Worst Hold Class | `reg2reg` |
| Crit path max fanout | `8` |
| Asr flop ratio synth | `0%` |
| Synthesized cell area | `0.0138 mm2` |
| Pwr/cell area | `286 mW/mm2` |
| Yosys Chip Area | `0.0138 mm2` |
## sequential cells by signal (all words and copies together), names as in the netlist
signal	cells
outr	4
memb	64
creditsBCD.c1	4
pSTKTRG12	2
pCSTART12	3
bIOMode	1
mema	64
memc	128
bUpdate	1
credits	8
## kinds of logic (layout without fill, tap and decap cells)
group	Yosys count	after routing	share of synthesized area (%)
and+or+nand+nor	331	331	11.9
DFF	279	279	58.7
AOI/OAI and AO/OA	231	231	11.4
muxes	95	95	14.5
buffers and inverters	83	151	2.42
xor gates and xnor gates	9	9	0.569
adders and majority gates	6	6	0.542
other	1	4	0.0271
## worst max-delay path, stage by stage
cell,delay (ps)
clkdlybuf4s50_1,590
nor3b_2,330
o21ai_2,200
a21oi_1,530
inv_1,130
ha_1,270
a211o_1,250
o41a_1,430
o21bai_4,230
and3_4,190
o31ai_4,280
mux2i_1,220
## cell usage in the layout, fill, tap and decap left out, drive strengths merged, types with 6 or more instances in the layout
cell type / Yosys / routed
o22ai: 6 / 6
ha: 6 / 6
a22oi: 16 / 16
a211oi: 6 / 6
a21oi: 61 / 61
dfxtp: 25 / 25
a221oi: 7 / 7
clkinv: 0 / 11
o21ai: 45 / 45
and3: 9 / 9
nand3: 15 / 15
or2: 6 / 6
nor3b: 10 / 10
inv: 13 / 14
mux2i: 10 / 10
a21o: 14 / 14
nor2b: 14 / 14
nand2: 91 / 91
nor3: 27 / 27
clkdlybuf4s50: 0 / 55
nand2b: 17 / 17
clkbuf: 48 / 38
a31oi: 11 / 11
or3: 7 / 7
nor2: 100 / 100
edfxtp: 254 / 254
buf: 22 / 31
mux4: 84 / 84
nand3b: 8 / 8
xnor2: 7 / 7
## per-stage QoR
stage | setup slack, ps | hold slack, ps | instances
after floorplan | 1860 | 436 | 1038
after global placement | 852 | 445 | 1395
after detailed placement | 792 | 453 | 1395
after CTS | 1350 | 461 | 1447
after global routing | 1070 | 491 | 1447
final | 1320 | 458 | 1447
## layout make-up
class / instances / area [um2]
Clock buffer: 38 / 748
Clock inverter: 14 / 145
Fill cell: 2138 / 11300
Inverter: 13 / 48.8
Multi-Input combinational cell: 676 / 5410
Sequential cell: 279 / 8130
Tap cell: 341 / 427
Timing Repair Buffer: 86 / 796
## where the power goes
group	total, mW	internal (mW)	switching, mW	leakage (nW)
Combinational	0.376	0.169	0.206	2.23
Clock	1.80	1.03	0.768	0.432
Sequential	2.31	2.30	0.0127	2.49
Total	4.49	3.50	0.987	5.16
## worst paths after layout
| kind | startpoint | to | slack (ps) | depth (start not counted) |
|---|---|---|---|---|
| worst min register to register | pCSTART12[0]$_SDFFE_PP0P_ | pCSTART12[0]$_SDFFE_PP0P_ | 460 | 2 |
| worst min-delay path | pCSTART12[0]$_SDFFE_PP0P_ | pCSTART12[0]$_SDFFE_PP0P_ | 460 | 2 |
| worst max-delay path | CSTART12[2] | creditsBCD.c1[0]$_DFF_P_ | 1320 | 12 |
| worst max register to register | credits[1]$_SDFFE_PP0P_ | creditsBCD.c1[0]$_DFF_P_ | 1840 | 12 |
## layer usage
layer / track usage, % / up-vias / share of wire [%]
li1: - / 4190 / -
met1: 41.4 / 4397 / 41
met2: 40.0 / 373 / 48
met3: 10.0 / 44 / 9.7
met4: 4.51 / 0 / 1.9
met5: 0 / - / 0
Power figures rest on the tool's default switching activity, not on a simulated workload.
